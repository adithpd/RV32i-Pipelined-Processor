File: run.sh
#!/bin/bash
# OpenROAD 26Q1-2900-gdf79404cd8, Yosys 0.63+post, stock flow scripts
make -C /OpenROAD-flow-scripts/flow DESIGN_CONFIG=/design/flow/config.mk WORK_HOME=/design/flow/orfs finish
File: config.mk
export PLATFORM = sky130hd
export DESIGN_NAME = sign_extend
export DESIGN_NICKNAME = sign_extend
export VERILOG_FILES = /design/flow/design.v
export SDC_FILE = /design/flow/constraint.sdc
export NUM_CORES = 4
export LEC_CHECK = 1
export CORE_AREA = 10 10 70 70
export DIE_AREA = 0 0 80 80
File: constraint.sdc
current_design sign_extend

set clk_period 3.0
set clk_io_pct 0.2

create_clock -name clk0 -period $clk_period

set non_clock_inputs [all_inputs -no_clocks]
set_input_delay [expr $clk_period * $clk_io_pct] -clock clk0 $non_clock_inputs
set_output_delay [expr $clk_period * $clk_io_pct] -clock clk0 [all_outputs]
File: design.v
module sign_extend #(
    parameter DATA_WIDTH = 32
) (
    input logic [31:7] Immediate,  
    input logic [2:0] ImmSrcD,  
    output logic [31:0] ExtImmD  
);
always_comb begin
    case(ImmSrcD)
        3'b000: ExtImmD = {{20{Immediate[31]}}, Immediate[31:20]};  
        3'b001: ExtImmD = {{20{Immediate[31]}}, Immediate[31:25], Immediate[11:7]};  
        3'b010: ExtImmD = {{20{Immediate[31]}}, Immediate[7], Immediate[30:25], Immediate[11:8], 1'b0}; 
        3'b011: ExtImmD = {{12{Immediate[31]}},  Immediate[19:12], Immediate[20], Immediate[30:21], 1'b0};  
        3'b100: ExtImmD = {Immediate[31:12], 12'b0};  
        default: ExtImmD = {DATA_WIDTH{1'b0}};
    endcase
end
endmodule
==> CHANGELOG.md <==
## Flow update

* Result of the run: completed
* Most instantiated logic cell after routing: sky130_fd_sc_hd__clkdlybuf4s50_1
* Crit start category: input port
* Switching pwr at 0.0553 mW
* Std cell rows at 21
* Mean post-synth cell area at between 6 and 7 um^2
* Power share of the combinational group at 1.000
* OpenROAD warnings at 32
* Number of maximum-capacitance violations at 0
* Slew HR at 0.741
* Endpoint required time on the critical path at approximately 2.4 ns
* Arithmetic-cell share of the synthesized area counting full adders, half adders and majority gates at 0
* Via count at around 730
* Signal arrival time at the worst endpoint at 2.28 ns
* Transition time of the tightest slew-check pin at between 0.3 and 0.4 ns
* Reg area at 0 um^2
* Global-route wire length before repair at just over 4000 um
* Crit path kind: in2out
* Register share after synthesis at 0
* Relative contribution of sequential cells to total power at 0
* Total cells reported by yosys after synthesis at approximately 73
* Leading cell types in the layout, fill and taps excluded: sky130_fd_sc_hd__clkdlybuf4s50_1, sky130_fd_sc_hd__a21oi_1, sky130_fd_sc_hd__a21o_1, sky130_fd_sc_hd__nor2b_1, sky130_fd_sc_hd__buf_4
* Final core area utilization at 0.338
* Placeable core region at approximately 3400 um^2
* Grt total ovfl at 0
* Crit path launch: ImmSrcD[0]
* Min-Delay Endpoint: ExtImmD[5]
* Pin count of the biggest net entering global routing at 13
* Top logic cell family in the synthesized netlist: AND-OR/OR-AND gates
* Fill cell count at roughly 360
* Mux area share at 0.122
* Portion of total power attributed to the clock network at 0
* Largest voltage drop on the vdd net at ~0.000043 V
* Finish-stage setup viols at 0
* Initial core utilization at 0.145
* Minimum clock period at between 2 and 3 ns
* Clock buffers at 0
* TritonRoute pass-1 iters at 3
* Part of the cycle the worst path needs at 0.958
* Gp weighted congestion at 0.749
* Worst-path maximum fanout at 10
* Simple-gate share of the synthesized area at 0.225
* Aoi share at 0.458
* Fraction of power spent switching nets at 0.322
* Area of the die at 6400 um^2
* Die boundary height at approximately 80 um
* Global-route usage over all layers at 0.0790
* Post-route antenna net violation count at 0
* CP endpoint kind: output port
* Highest attainable clock frequency at roughly 350 MHz
* I/O pin count at 60
* Detailed router's first-iteration violation count at 17
* Number of global-route vias before repair at approximately 690
* Post-CTS setup buffer count at 0
* Final wirelength at between 2000 and 3000 um
* Diode count at 0
* Hold wc startpoint: Immediate[25]
* Hold_buf cts at 0
* Final slew viol count at 0
* Drt via density at slightly above 4
* Share of layout cells above drive strength 1 at 0.0833
* Number of standard cells after synthesis at about 73
* Share of the synthesized netlist area taken by xor and xnor gates at 0.0557
* Chip area line of the yosys report at just under 500 um^2
* Setup repair after global routing missed its margin: no
* Number of distinct standard cells referenced by the synthesized netlist at 18
* Post-route DRC at 0
* Netlist area before placement at roughly 490 um^2
* Port Buffers at approximately 60
* Sum of net half-perimeters after detailed placement at 2240 um
* Int Power at 0.116 mW
* Power density relative to cell area at around 150 nW/um^2
* Number of gates resized after cts at 0
* Area added between synthesis and finish at 134%
* X dimension of the die at 80 um
* Path category of the worst min-delay check: in2out
* Worst hold path stage count at 3
* Count of sequential standard cells at 0
* Yosys warnings at 1
* Pleak at approximately 0.48 nW
* Antenna violations before repair at 0
* Final tally of hold violations at 0
* Detailed-route wire length per cell at about 15 um
* Final TNS setup at 0 ns
critical path, stage by stage:
cell and delay [ns]:
sky130_fd_sc_hd__clkdlybuf4s50_1 0.46, sky130_fd_sc_hd__buf_4 0.20, sky130_fd_sc_hd__nor3b_4 0.37, sky130_fd_sc_hd__a21o_1 0.17, sky130_fd_sc_hd__clkdlybuf4s50_1 0.48
cell families (layout without fill, tap and decap cells):
group	Yosys count	count (layout)
xor gates and xnor gates	1	1
buffers and inverters	11	70
AOI/OAI and AO/OA	37	37
and+or+nand+nor	18	18
muxes	6	6
synth_stat cells (2+ instances only):
library cell               number  area share
sky130_fd_sc_hd__a21o_1        10        0.15
sky130_fd_sc_hd__a21oi_1       16        0.16
sky130_fd_sc_hd__and2_1         2       0.025
sky130_fd_sc_hd__buf_2          4       0.041
sky130_fd_sc_hd__buf_4          2       0.030
sky130_fd_sc_hd__buf_6          2       0.046
sky130_fd_sc_hd__clkbuf_1       2       0.015
sky130_fd_sc_hd__mux2i_1        6        0.12
sky130_fd_sc_hd__nor2_1         5       0.038
sky130_fd_sc_hd__nor2b_1        9        0.11
sky130_fd_sc_hd__o22ai_1        8        0.10
routing by layer:
metal | part of all wire | track usage
met1 | 0.40 | 0.100
met2 | 0.53 | 0.133
met3 | 0.063 | 0.0227
met4 | 0 | 0.00704
met5 | 0 | 0
how the worst max path moves through the flow:
stage,to,cells past startpoint
after CTS,ExtImmD[20],5
after global routing,ExtImmD[21],5
final,ExtImmD[20],5
metrics by stage:
step,std cells,total power [mW],setup WS [ns],hold slack (ns),cell area [um^2]
after floorplan,73,0.0578,1.19,1.26,494
after global placement,178,0.172,0.110,2.15,1150
after detailed placement,178,0.174,0.115,2.15,1150
after CTS,178,0.175,0.0994,2.16,1150
after global routing,178,0.187,0.0195,2.17,1150
final,178,0.172,0.125,2.15,1150
power groups by stage:
stage | clock (mW) | combinational (mW) | sequential, mW
4_1_cts | 0 | 0.175 | 0
5_1_grt | 0 | 0.187 | 0
6_report | 0 | 0.172 | 0
final cells by class:
cell class                 count  area (um^2)  area share
inverter                       1         3.75     0.00325
tap                           46         57.6      0.0498
timing repair buffer          69          668       0.579
multi-input combinational     62          425       0.368
Power is estimated from default activity; no workload was simulated.
